`./run.sh`:
```
#!/bin/bash
# OpenROAD 26Q1-2900-gdf79404cd8, Yosys 0.63+post, stock flow scripts
make -C /OpenROAD-flow-scripts/flow DESIGN_CONFIG=/design/flow/config.mk WORK_HOME=/design/flow/orfs finish
```
`./config.mk`:
```
export PLATFORM = sky130hd
export DESIGN_NAME = LoadStoreUnit
export DESIGN_NICKNAME = LoadStoreUnit
export VERILOG_FILES = /design/flow/design.v
export SDC_FILE = /design/flow/constraint.sdc
export NUM_CORES = 4
export LEC_CHECK = 1
export CORE_AREA = 10 10 139 139
export DIE_AREA = 0 0 149 149
```
`./constraint.sdc`:
```
current_design LoadStoreUnit

set clk_period 7.4
set clk_io_pct 0.2

create_clock -name clk0 -period $clk_period [get_ports {clk}]

set non_clock_inputs [all_inputs -no_clocks]
set_input_delay [expr $clk_period * $clk_io_pct] -clock clk0 $non_clock_inputs
set_output_delay [expr $clk_period * $clk_io_pct] -clock clk0 [all_outputs]
```
`./design.v`:
```
module LoadStoreUnit(lsuDataout, Addr, lsuDataIn, WBdata, addrOut, mask, writeData, rd_en, wr_en, rd_enIn, wr_enIn, wr_sel, rd_sel, chipSelect, stallDPIN, stallDPOut, stallFSFOut, stallFSFIn, ack_intrptIn, ack_timerIntrptIn, ack_intrptOut, ack_timerIntrptOut, uart_select, byte_ready, tx_byte, tx_busy, loadData, clk);
    output logic [31:0] lsuDataout, addrOut, WBdata, loadData;
    output logic [3:0] mask;
    output logic rd_en, wr_en, chipSelect, stallDPOut, stallFSFIn, ack_intrptOut, ack_timerIntrptOut, byte_ready, tx_byte;
    input logic [31:0] lsuDataIn, writeData;
    input logic [31:0] Addr;
    input logic [2:0] rd_sel;
    input logic [1:0] wr_sel;
    input logic rd_enIn, wr_enIn, stallDPIN, stallFSFOut, ack_intrptIn, ack_timerIntrptIn, uart_select, tx_busy, clk;
    always_comb begin
        stallDPOut = stallFSFOut;
        stallFSFIn = stallDPIN;
    end
    always_comb begin
        addrOut = Addr;
        rd_en = rd_enIn;
        wr_en = wr_enIn;
        lsuDataout = writeData;
        ack_intrptOut = ack_intrptIn;
        ack_timerIntrptOut = ack_timerIntrptIn;
        byte_ready = 1'b0;
        WBdata = lsuDataIn;    
        mask = 4'b0000;        
        case(rd_sel)
            3'h0: begin
                case(Addr[1:0])
                    2'h0: begin
                        WBdata = {{24{lsuDataIn[7]}}, lsuDataIn[7:0]};
                    end
                    2'h1: begin
                        WBdata = {{24{lsuDataIn[15]}}, lsuDataIn[15:8]};
                    end
                    2'h2: begin
                        WBdata = {{24{lsuDataIn[23]}}, lsuDataIn[23:16]};
                    end
                    2'h3: begin
                        WBdata = {{24{lsuDataIn[31]}}, lsuDataIn[31:24]};
                    end
                endcase
            end
            3'h1: begin
                case(Addr[1])
                    1'h0: begin
                        WBdata = {{16{lsuDataIn[15]}}, lsuDataIn[15:0]};
                    end
                    1'h1: begin
                        WBdata = {{16{lsuDataIn[31]}}, lsuDataIn[31:16]};
                    end
                endcase
            end
            3'h2: begin
                WBdata = lsuDataIn;
            end
            3'h3: begin
                case(Addr[1:0])
                    2'h0: begin
                        WBdata = {{24{1'b0}}, lsuDataIn[7:0]};
                    end
                    2'h1: begin
                        WBdata = {{24{1'b0}}, lsuDataIn[15:8]};
                    end
                    2'h2: begin
                        WBdata = {{24{1'b0}}, lsuDataIn[23:16]};
                    end
                    2'h3: begin
                        WBdata = {{24{1'b0}}, lsuDataIn[31:24]};
                    end
                endcase
            end
            3'h4: begin
                case(Addr[1])
                    1'h0: begin
                        WBdata = {{16{1'b0}}, lsuDataIn[15:0]};
                    end
                    1'h1: begin
                        WBdata = {{16{1'b0}}, lsuDataIn[31:16]};
                    end
                endcase
            end
            default: ;
        endcase
        case(wr_sel)
            2'h0: begin
                mask = 4'b1111;
            end
            2'h1: begin
                case(Addr[1:0])
                    2'h0: begin
                        mask = 4'b0001;
                    end
                    2'h1: begin
                        mask = 4'b0010;
                    end
                    2'h2: begin
                        mask = 4'b0100;
                    end
                    2'h3: begin
                        mask = 4'b1000;
                    end
                endcase
            end
            2'h2: begin
                case(Addr[1])
                1'h0: begin
                    mask = 4'b0011;
                end
                1'h1: begin
                    mask = 4'b1100;
                end
            endcase
            end
            default: ;
        endcase
        if(uart_select & ~ack_intrptIn & ~ack_timerIntrptIn) begin
            if(~tx_busy) begin
                byte_ready = 1'b1;
                chipSelect = 1'b1;
            end
            else begin
                byte_ready = 1'b0;
                chipSelect = 1'b1;
            end
        end
        else begin
            chipSelect = 1'b0;
            byte_ready = 1'b0;
        end
    end
    always_ff @(posedge clk) begin
        if(uart_select & ~tx_busy) begin
            loadData <= writeData;
        end
        else begin
            loadData <= loadData;
        end
        tx_byte = ~byte_ready;
    end
endmodule
```
==> flow_metrics.tcl <==
# flow metrics
set metrics [dict create \
    outcome "completed" \
    power_leakage_nw 1.475 \
    avgRoutedWirePerCell_um 16.28 \
    floorplan.die_area_mm2 0.02220 \
    finalWeightedCongestion 0.9263 \
    dr_total_vias 2135 \
    yosys_area_mm2 0.002315 \
    finalCritPeriodShare 0.7634 \
    pre_cts_ws_ns 1.751 \
    synth-edff-count 32 \
    hold_path.class "primary input to flop" \
    clock_sink_count 33 \
    tns_ns 0 \
    placement_rows 47 \
    cts-resized-gates 0 \
    hold_violations 0 \
    cts_hold_buf 0 \
    top_cells_by_area "edfxtp_1 (42%), buf_4 (23%), nand2_1 (5.8%)" \
    numPortBuffers 182 \
    clk_pin_slew_worst_paths_ns 0.05 \
    final-setup-viol-count 0 \
    root_buffer "clkbuf_16" \
    vias_per_cell 3.746 \
    max_cap_viol_count 0 \
    layout-drive-gt1-share 0.04857 \
    cts_setup_buffers 0 \
    synthesis.yosys.warnings 1 \
    top_area_cell "edfxtp_1" \
    final_period_minus_worst_setup_slack_ns 5.649 \
    netlist_area_mm2 0.002315 \
    worst_margin_slew_ns 0.8677 \
    synth_largest_type_area_fraction 0.4151 \
    cts.path.max_buffers 2 \
    max_freq_mhz 177.0 \
    synth_async_sr_flop_share 0 \
    die_h_um 149 \
    worst_ir_drop_vdd_mv 0.1107 \
    die_width_um 149 \
    cts_max_level 2 \
    setup_repair_after_global_routing_missed_its_margin "no" \
    cts_tree "done" \
    grt_antenna_before_repair 0 \
    place_area_mm2 0.003849 \
    final_design_area_no_fill_mm2 0.004011 \
    synth_top_flop_cell "edfxtp_1" \
    fin_worst_setup_slack_ns 1.751 \
    wire_length_of_the_first_global_routing_pass_um 13150 \
    synth-seq-cells 33 \
    antenna_violating_nets_post_route 0 \
    drc_errors 0 \
    synth.lib_cells_used.distinct 36 \
    initialDrtViolationCount 37 \
    first_global_vias 2342 \
    areaGrowthSynthToFinish_pct 73.30 \
    top_level_ports 251 \
    worstPathRequired_ns 5.92 \
    max_slew_margin 0.4197 \
    hpwl_after_detailed_placement_um 7804 \
    grt_max_degree 33 \
    drtPass1Iterations 4 \
    initial_utilization 0.1406 \
    core_mm2 0.01647 \
    worstSetupStartpointType "primary input" \
    synth.yosys.num_cells 236 \
    timing_max_transition_violations_final 0 \
    path_class "primary input to primary output" \
    globalRouteTotalUtil 0.07575 \
    numCtsBuffers 5 \
    power_density_over_the_cells_mw_per_mm2 157.4 \
    cp.arrival_ns 4.17 \
    synthesis.area_per_instance_um2 9.808 \
    yosys.stat.seqShare 0.4238 \
    diodes 0 \
    critical_path.max_fanout 24 \
    synthCells 236 \
    routed_wirelength_um 9282 \
    grt_residual_overflow 0 \
    critical_path.endpoint_type "primary output" \
    openroad.warnings 25 \
]
[flip-flops by register name (all words and copies together), names as in the netlist]
| name | flops |
|---|---|
| tx_byte | 1 |
| loadData | 32 |
[stage by stage]
| stage | utilization | hold WS [ns] | power [mW] | instances |
|---|---|---|---|---|
| finish | 0.2436 | 1.791 | 0.6316 | 570 |
| floorplan | - | 1.579 | 0.2902 | 236 |
| detailed placement | 0.2337 | 2.067 | 0.4137 | 562 |
| global placement | 0.2337 | 2.068 | 0.4142 | 562 |
| CTS | 0.2436 | 1.787 | 0.6420 | 570 |
| global route | 0.2436 | 1.797 | 0.6627 | 570 |
[critical path, stage by stage]
cell and delay (ns):
clkdlybuf4s50_1 1.04, mux4_2 0.68, a21oi_4 0.42, nand2_1 0.10
clkdlybuf4s50_1 0.44
[per-layer routing]
metal | share of wire | vias to the layer above | routed length (um) | GRT usage
met2 | 0.43 | 206 | 3975 | 0.1268
met1 | 0.35 | 911 | 3206 | 0.07345
li1 | - | 978 | - | -
met3 | 0.17 | 40 | 1583 | 0.04221
met5 | 0 | - | 0 | 0
met4 | 0.055 | 0 | 515 | 0.03876
[Yosys cell counts, types with 3 or more instances]
master	number
buf_4	72
nand2_1	36
edfxtp_1	32
nor2_1	24
nor2b_1	10
o22ai_1	9
o22a_1	8
a2bb2oi_1	7
o21ai_0	4
inv_1	3
o21ai_1	3
[placed cells by master (no fill, tap or decap), drive strengths merged]
master / Yosys / layout
a211oi: 1 / 1
a21boi: 1 / 1
a21oi: 1 / 1
a22oi: 1 / 1
a2bb2oi: 7 / 7
and2b: 1 / 1
buf: 75 / 1
bufinv: 0 / 1
clkbuf: 2 / 6
clkdlybuf4s50: 0 / 182
clkinv: 0 / 1
dfxtp: 1 / 1
edfxtp: 32 / 32
inv: 3 / 3
mux2i: 3 / 3
mux4: 1 / 1
nand2: 37 / 37
nand2b: 2 / 2
nor2: 25 / 25
nor2b: 10 / 10
nor3: 1 / 1
nor3b: 1 / 1
nor4b: 1 / 1
o21ai: 7 / 7
o21bai: 1 / 1
o221a: 1 / 1
o22a: 8 / 8
o22ai: 9 / 9
o32ai: 1 / 1
o41ai: 1 / 1
or2b: 1 / 1
xor2: 1 / 1
[worst paths after layout]
check | startpoint | end | slack [ns] | depth (start not counted)
worst max-delay path | Addr[1] | WBdata[19] | 1.75 | 5
worst min-delay path | writeData[1] | loadData[1] | 1.79 | 1
[power by group]
group	internal, mW	switching, mW	total, mW
clock	0.157	0.0653	0.222
combinational	0.125	0.0615	0.187
sequential	0.219	0.00312	0.222
[final cells by class]
class	count	area, um2
multi-input cells	123	752.0
repair buffers	183	1829
flip-flops and latches	33	980.9
well taps	220	275.3
fillers	1719	12450
clock inverters	2	33.78
clock buffers	6	128.9
inverters	3	11.26
[kinds of logic after synthesis]
logic type,Yosys count,synth area share
AND-OR/OR-AND,39,0.1384
XOR/XNOR,1,0.003784
buffers and inverters,80,0.2524
flip-flops,33,0.4238
multiplexers,4,0.02811
AND/OR/NAND/NOR,79,0.1535
Power is estimated from default activity; no workload was simulated.
