<file path="/design/flow/design.v">
module regDEMW(pcOut, aluOut, writeDataOut, instOut, csr_wdataOut, csr_AddrOut, pcIn, aluIn, writeDataIn, instIn, csr_wdataIn, csr_AddrIn, clk, reset, stall);
    output logic [31:0] pcOut, aluOut, writeDataOut, instOut, csr_AddrOut, csr_wdataOut;
    input logic [31:0] pcIn, aluIn, writeDataIn, instIn, csr_AddrIn, csr_wdataIn;
    input logic clk, reset, stall;
    always_ff @(posedge clk) begin
        if(reset) begin
            pcOut <= 32'h0;
            instOut <= 32'h0;
            aluOut <= 32'h0;
            writeDataOut <= 32'h0;
            csr_AddrOut <= 32'h0;
            csr_wdataOut <= 32'h0;
        end
        else begin
            if(!stall) begin
                pcOut <= pcIn;
                instOut <= instIn;
                aluOut <= aluIn;
                writeDataOut <= writeDataIn;
                csr_AddrOut <= csr_AddrIn;
                csr_wdataOut <= csr_wdataIn;
            end
            else begin
                pcOut <= pcOut;
                instOut <= instOut;
                aluOut <= aluOut;
                writeDataOut <= writeDataOut;
                csr_AddrOut <= csr_AddrOut;
                csr_wdataOut <= csr_wdataOut;
            end
        end
    end
endmodule
</file>
<file path="/design/flow/config.mk">
export PLATFORM = sky130hd
export DESIGN_NAME = regDEMW
export DESIGN_NICKNAME = regDEMW
export VERILOG_FILES = /design/flow/design.v
export SDC_FILE = /design/flow/constraint.sdc
export NUM_CORES = 4
export LEC_CHECK = 1
export CORE_AREA = 10 10 231 231
export DIE_AREA = 0 0 241 241
</file>
<file path="/design/flow/run.sh">
#!/bin/bash
# OpenROAD 26Q1-2900-gdf79404cd8, Yosys 0.63+post, stock flow scripts
make -C /OpenROAD-flow-scripts/flow DESIGN_CONFIG=/design/flow/config.mk WORK_HOME=/design/flow/orfs finish
</file>
<file path="/design/flow/constraint.sdc">
current_design regDEMW

set clk_period 1.0
set clk_io_pct 0.2

create_clock -name clk0 -period $clk_period [get_ports {clk}]

set non_clock_inputs [all_inputs -no_clocks]
set_input_delay [expr $clk_period * $clk_io_pct] -clock clk0 $non_clock_inputs
set_output_delay [expr $clk_period * $clk_io_pct] -clock clk0 [all_outputs]
</file>
==> flow_summary.ini <==
; physical design summary
[status]
outcome = finished with violations
violations = negative setup slack

[placed_design]
dp_hpwl_mm = 19.6
gp_congestion = 0.806
dp_slack_ns = -0.0751
dp_cells = 1630
io_buffer_count = 386

[worst_hold_path]
hp-class = primary input to flop

[job]
openroad.warnings = 27
cap_violations = 0

[logic_synthesis]
syn_inst = 619
syn_avg_cell_area_um2 = 11.3
ys_cells = 619
synth.distinct_cells = 7
ys_warn_count = 1
yosysSeqAreaShare_pct = 54.9
ys_chip_area_mm2 = 0.00700
ys.flops = 192
netlist_area_mm2 = 0.00700

[global_route]
grt-ovfl-total = 0
grt_max_degree = 42
antenna_found_initial = 1
first_global_vias = 5942
track_usage_pct = 8.23
grt_pass1_wl_mm = 36.5

[floorplanning]
core_mm2 = 0.0480
die_w_um = 241
fp.dieArea_mm2 = 0.0581
die_h_um = 241
io_pins = 387
initCoreUtil_pct = 14.6
num_rows = 80

[clocking]
clk_latency_ns = 0.49
cts_buffers = 17
clockBufferDepth = 2
clkSinkCount = 192
cts_tree = built
cts_max_level = 4
path_clk_slew_ns = 0.08
cts-root-buf = clkbuf_16

[sta]
fin_crit_sh_pct = 113
fin_ws_ns = -0.133
drv_slew = 0
worstMarginPinSlew_ns = 0.319
clock-skew-final_ns = 0
hold_viol = 0
fin_crit_ns = 1.13
setup_viol = 192
rsz0062_at_grt = yes
max_freq_ghz = 0.882
tns_ns = -21.82
max_slew_margin_pct = 78.7

[setup_path]
crit_chain = buf_6
end_kind = primary output
cp_slowest_cell = dfxtp_2
critPathLaunchType = flop
critPathTopFamily = flip-flops
arrival_ns = 0.93
path_max_fanout = 2
critPathMaxStageDelay_ns = 0.34
cp.required_ns = 0.80
crit_buf_inv = 1
path_class = flop to primary output

[cells_and_area]
comb_area_mm2 = 0.00264
register_area_mm2 = 0.00408
lay_top_cells = mux2i_1, nor2_1, dfxtp_2, clkdlybuf4s50_1, buf_2
drive_gt1_share_pct = 45.5
final_cells = 1675
n_fill_cell = 5109
areaGrowthSynthToFinish_pct = 68.3

[detailed_routing]
highest_layer = met5
route.met2.wl_mm = 11.1
wl_met3_mm = 3.73
ant_nets = 0
routed_via_density = 3.50
drc = 0
met1_length_mm = 10.1
diodes = 0
routedWlPerCell_um = 15.2
drtIter0Drc = 88
vias = 5858
first_pass_iters = 4
wl_mm = 25.5

[power_and_ir_drop]
total_leakage_power_nw = 5.57
switchingPower_mw = 4.40
power_frac_clock_pct = 39.4
peakVddDrop_uv = 1350
p_int_mw = 13.7
power.density_mw_per_mm2 = 1540
pwr-share-comb_pct = 14.2
swShare_pct = 24.3
p_seq_share_pct = 46.4
==> Yosys cell counts <==
| cell | instances | area [µm²] |
|---|---|---|
| buf_12 | 20 | 400 |
| dfxtp_1 | 192 | 3840 |
| nor2_1 | 192 | 721 |
| buf_4 | 2 | 15.0 |
| clkbuf_1 | 5 | 18.8 |
| buf_2 | 16 | 80.1 |
| mux2i_1 | 192 | 1920 |
==> path summary, 6_finish.rpt <==
path	depth (start not counted)	from	slack [ns]	to
max	1	pcOut[22]	-0.13	pcOut[22]
min	4	stall	0.20	instOut[30]
max reg2reg	4	csr_AddrOut[25]	0.16	csr_AddrOut[25]
min reg2reg	2	csr_AddrOut[19]	0.48	csr_AddrOut[19]
==> layer usage <==
layer  global-route usage (%)  vias up
li1                         -     2904
met5                        0        -
met2                     13.0      295
met3                     4.95       24
met4                     1.54        2
met1                     9.50     2633
==> kinds of logic after synthesis <==
| kind of cell | count (synthesis) | synth area share [%] |
|---|---|---|
| muxes | 192 | 27.5 |
| DFF | 192 | 54.9 |
| and+or+nand+nor | 192 | 10.3 |
| buffers and inverters | 43 | 7.35 |
==> registers in the layout (all words and copies together), names as in the netlist <==
register      cells
aluOut           32
csr_AddrOut      32
csr_wdataOut     32
instOut          32
pcOut            32
writeDataOut     32
==> power groups by stage <==
stage | combinational (mW) | clock [mW] | sequential [mW]
CTS | 2.57 | 7.53 | 8.40
global route | 2.84 | 7.68 | 8.46
finish | 2.57 | 7.14 | 8.41
==> area by class of cell <==
cell class                 instances  share of cell area, %
tap                              615                   6.53
sequential                       192                   34.7
timing repair buffer             452                   31.3
clock inverter                    12                   1.22
multi-input combinational        384                   22.4
clock buffer                      20                   3.88
==> what timing repair did <==
item | in CTS | in global routing
buffers inserted | 6 | 5
gates cloned | 0 | 1
resized | 822 | 15
setup endpoints to repair | 192 | 247
hold endpoints to repair | 1 | 0
hold buffers | 1 | 0
==> metrics by stage <==
| step | power [mW] | hold slack, ns | util (%) | cell area (µm²) |
|---|---|---|---|---|
| detailed placement | 11.4 | 0.482 | 24.2 | 11600 |
| CTS | 18.5 | 0.145 | 24.2 | 11600 |
| floorplan | 9.44 | 0.344 | - | 7000 |
| global route | 19.0 | 0.204 | 24.5 | 11800 |
| finish | 18.1 | 0.195 | 24.5 | 11800 |
| global placement | 11.4 | 0.473 | 24.2 | 11600 |
Power and IR drop assume default switching activity.
