`flow/design.v`:
```
module ALU(ALUout, readData1, readData2, ALUsel);
    output logic [31:0] ALUout;
    input logic [31:0] readData1, readData2;
    input logic [3:0] ALUsel;
    always_comb begin
        case(ALUsel)
            4'h0: begin
                ALUout = readData1 + readData2;
            end
            4'h1: begin
                ALUout = readData1 - readData2;
            end
            4'h2: begin
                ALUout = readData1 << readData2[4:0];
            end
            4'h3: begin
                ALUout = (readData1 < readData2) ? 32'h1 : 32'h0;
            end
            4'h4: begin
                ALUout = ($signed(readData1) < $signed(readData2)) ? 32'h1 : 32'h0;
            end
            4'h5: begin
                ALUout = readData1 ^ readData2;
            end
            4'h6: begin
                ALUout = readData1 >> readData2[4:0];
            end
            4'h7: begin
                ALUout = $signed(readData1) >>> readData2[4:0];
            end
            4'h8:begin
                ALUout = readData1 | readData2;
            end
            4'h9: begin
                ALUout = readData1 & readData2;
            end
            4'hA: begin
                ALUout = readData2;
            end
            default: begin
                ALUout = 32'h0;
            end
        endcase
    end
endmodule
```
`flow/run.sh`:
```
#!/bin/bash
# OpenROAD 26Q1-2900-gdf79404cd8, Yosys 0.63+post, stock flow scripts
make -C /OpenROAD-flow-scripts/flow DESIGN_CONFIG=/design/flow/config.mk WORK_HOME=/design/flow/orfs finish
```
`flow/config.mk`:
```
export PLATFORM = sky130hd
export DESIGN_NAME = ALU
export DESIGN_NICKNAME = ALU
export VERILOG_FILES = /design/flow/design.v
export SDC_FILE = /design/flow/constraint.sdc
export NUM_CORES = 4
export LEC_CHECK = 1
export CORE_UTILIZATION = 40
```
`flow/constraint.sdc`:
```
current_design ALU

set clk_period 21.9
set clk_io_pct 0.2

create_clock -name clk0 -period $clk_period

set non_clock_inputs [all_inputs -no_clocks]
set_input_delay [expr $clk_period * $clk_io_pct] -clock clk0 $non_clock_inputs
set_output_delay [expr $clk_period * $clk_io_pct] -clock clk0 [all_outputs]
```
==> results.py <==
# Synthesis and PnR figures
metrics = {
    "outcome": {
        "status": "completed",
    },
    "placed_design": {
        "place_ws_ps": 8760,
        "numPortBuffers": 100,
        "place_hpwl_um": 35300,
        "routabilityCongestion": 1.05,
    },
    "finish": {
        "flops": 0,
        "clockBufferCount": 0,
        "drive_above_1_share_pct": 8.53,
        "layout.cells.most_common": "nor2_1",
        "syn_to_final_growth_pct": 13.3,
        "flop_area_um2": 0,
        "fillCellCount": 2257,
        "comb_area_mm2": 0.00808,
        "layout_top_cells": "nor2_1 (164), a21oi_1 (119), ha_1 (100)",
    },
    "final_timing": {
        "worst_pin_slew_ps": 985,
        "relSlewSlack_pct": 34.1,
        "finalCriticalPeriod_ps": 13260,
        "fin_crit_sh_pct": 60.5,
        "fin_tns_setup_ps": 0,
        "setup_viol_count_final": 0,
        "max_freq_mhz": 75.4,
        "setup_slack_ps": 8640,
        "rsz0062_at_grt": "false",
        "hold_violations": 0,
        "drv_slew": 0,
    },
    "clocking": {
        "ctsHoldBuffers": 0,
        "post_cts_buffers": 0,
        "postCtsResizedCells": 0,
    },
    "floorplan": {
        "initCoreUtil_pct": 40.7,
        "ios": 100,
        "fp.dieW_um": 151,
        "die_h_um": 151,
        "core_area_mm2": 0.0218,
        "die_area_mm2": 0.0227,
        "core.rowCount": 54,
    },
    "job": {
        "max_cap_viol_count": 0,
        "tool_warnings": 100,
    },
    "setup_path": {
        "critPathLaunch": "readData1[9]",
        "critical_path_class": "in2out",
        "required_ps": 17520,
        "critPathCaptureType": "output port",
        "worstPathArrival_ps": 8880,
        "cp_max_fo": 10,
        "critical_path.startpoint_type": "primary input",
    },
    "power": {
        "swShare_pct": 60.6,
        "power_density_mw_per_mm2": 27.2,
        "p_sw_mw": 0.165,
        "p_leak_nw": 4.11,
        "internal_power_mw": 0.107,
        "vdd_drop_max_mv": 0.0128,
        "power_mw": 0.273,
    },
    "logic_synthesis": {
        "yosysUniqueCellTypes": 75,
        "synth_area_per_cell_um2": 6.85,
        "ys_warn_count": 1,
        "yosys_area_mm2": 0.00886,
        "synth_seq_share_pct": 0,
        "synth.top_cell.area_share_pct": 14.1,
        "syn_area_mm2": 0.00886,
        "ys_cells": 1294,
        "ys_top_cells_by_area": "ha_1 (14%), mux4_2 (13%), nor2_1 (7.0%)",
        "synth_cells": 1294,
        "synth_top_cell_by_area": "ha_1",
    },
    "global_route": {
        "overflow": 0,
        "grt_max_degree": 76,
        "grt_usage_pct": 40.6,
        "grt_pass1_vias": 9922,
        "grt_pass1_wl_um": 65700,
        "antenna_found_initial": 2,
    },
    "drt": {
        "drt_wl_total_um": 45200,
        "routed-via-count": 10875,
        "drt-initial-drc-count": 1135,
        "drc": 0,
        "drtPass1Iterations": 5,
        "viasPerCell": 6.77,
        "ant_nets": 0,
        "wl_per_cell_um": 28.1,
    },
    "worst_hold_path": {
        "hold_path_end": "ALUout[9]",
        "whs_path_depth": 6,
        "hold_start": "readData2[9]",
        "hold_class": "in2out",
    },
}
## cell type report
cell class | count | share of cell area (%)
repair buffers | 130 | 12.1
diodes | 1 | 0.0249
multi-input cells | 1091 | 80.5
inverters | 104 | 3.89
well taps | 280 | 3.49
## kinds of logic after synthesis
family	count (synthesis)	share of synthesized area, %
multiplexers	100	19.1
AND-OR/OR-AND	480	36.4
AND/OR/NAND/NOR	404	20.4
adder cells (fa/ha/maj)	102	14.6
buffers and inverters	203	9.02
XOR/XNOR	5	0.494
## worst max-delay path, stage by stage
cell	delay [ps]
clkdlybuf4s50_1	820
inv_1	190
ha_1	480
inv_2	90
or4_1	590
o31ai_2	540
a21oi_1	140
o21ai_0	230
o22ai_1	100
o21ai_0	580
o2111ai_1	280
clkdlybuf4s50_1	460
## through the flow
| step | instance area, um^2 | instances | util [%] | hold WS, ps |
|---|---|---|---|---|
| after floorplan | 8860 | 1294 | - | 8940 |
| after global placement | 10000 | 1605 | 46.1 | 9980 |
| after detailed placement | 10000 | 1605 | 46.1 | 9990 |
| after CTS | 10000 | 1605 | 46.1 | 10000 |
| after global routing | 10000 | 1605 | 46.1 | 10090 |
| final | 10000 | 1606 | 46.1 | 9990 |
## Yosys cell counts (4+ instances only)
master	n
nand2b_1	13
mux4_2	51
nor2_1	166
nor3_1	34
a31oi_1	13
mux2i_1	42
nor4_1	9
inv_1	100
nand4_1	8
buf_2	21
o2111ai_1	12
clkbuf_1	66
buf_1	10
nand3_1	28
o21ai_0	99
a21oi_1	119
o22ai_1	17
mux2_2	4
a22oi_1	21
a211o_1	9
a21o_1	18
a221oi_1	25
o211ai_1	20
or2_2	6
or3_1	11
and3_1	6
xnor2_1	5
ha_1	100
o221ai_1	17
o21bai_1	14
and2_1	4
a211oi_1	20
nor2b_1	10
o221a_2	4
o31ai_1	11
nand2_1	99
o21a_1	4
a221o_1	18
## power groups by stage
stage / sequential [mW] / combinational [mW] / clock [mW]
4_1_cts: 0 / 0.266 / 0
5_1_grt: 0 / 0.291 / 0
## worst max-delay path by stage
stage                 to  slack (ps)  depth (start not counted)
CTS           ALUout[24]        8740                         14
global route  ALUout[24]        8380                         14
finish        ALUout[17]        8640                         12
## layer usage
layer / routed length (um) / global-route usage, % / vias to the layer above
met3: 4730 / 8.39 / 64
met4: 1100 / 8.85 / 2
li1: - / - / 4968
met2: 19100 / 58.1 / 590
met5: 13 / 0 / -
met1: 20300 / 62.5 / 5251
No activity file was given, so power comes from the tool's default toggle rates.
